===== config.mk =====
export PLATFORM = sky130hd
export DESIGN_NAME = UART
export DESIGN_NICKNAME = UART
export VERILOG_FILES = /design/flow/design.v
export SDC_FILE = /design/flow/constraint.sdc
export NUM_CORES = 4
export LEC_CHECK = 1
export CORE_AREA = 10 10 86 86
export DIE_AREA = 0 0 96 96

===== constraint.sdc =====
current_design UART

set clk_period 1.5
set clk_io_pct 0.2

create_clock -name clk0 -period $clk_period [get_ports {CLK}]

set non_clock_inputs [all_inputs -no_clocks]
set_input_delay [expr $clk_period * $clk_io_pct] -clock clk0 $non_clock_inputs
set_output_delay [expr $clk_period * $clk_io_pct] -clock clk0 [all_outputs]

===== design.v =====
module FSM (
input  wire         CLK,
input  wire         RST,
input  wire         Parity_Enable,
input  wire         Parity_Type,
input  wire         Data_Valid,
input  wire         Sequencer,
output reg          Serializer_Enable,
output reg  [1:0]   Mux_Selection,
output reg          Busy
);
localparam IDLE         = 3'b000;
localparam Data_Process = 3'b001;
localparam Start        = 3'b010;
localparam Data         = 3'b011;
localparam Parity       = 3'b100;
localparam END          = 3'b101;
reg [2:0] State , Next_State ;
always @ (posedge CLK or negedge RST)
    begin
        if (!RST)
            State <= IDLE;
        else 
            State <= Next_State;
    end
always @ (*)
    begin
        case (State)
            IDLE:           begin
                                if (Data_Valid==1'b1)
                                    Next_State = Data_Process;
                                else 
                                    Next_State = IDLE;
                            end
            Data_Process:   begin   
                                Next_State = Start;
                            end
            Start:          begin
                                Next_State = Data;
                            end 
            Data:           begin 
                                if (Sequencer ==1'b1)   
                                    Next_State = Data;
                                else if (Sequencer ==1'b0 && Parity_Enable==1'b1  )
                                    Next_State = Parity;
                                else 
                                    Next_State = END;  
                            end   
            Parity:     begin
                                Next_State = END;
                            end
            END:            begin
                                Next_State = IDLE;
                            end
            default:        begin   
                                Next_State = IDLE;
                            end
        endcase
    end
always @ (*)
    begin
        case (State)
            IDLE:           begin
                                Serializer_Enable = 1'b0;
                                Mux_Selection = 2'b00;
                                Busy = 1'b0;
                            end
            Data_Process:   begin   
                                Serializer_Enable = 1'b1;
                                Mux_Selection = 2'b00;
                                Busy = 1'b0;
                            end
            Start:          begin
                                Serializer_Enable = 1'b0;
                                Mux_Selection = 2'b01;
                                Busy = 1'b1;
                            end 
            Data:           begin 
                                Serializer_Enable = 1'b0;
                                Mux_Selection = 2'b10;
                                Busy = 1'b1;
                            end   
            Parity:     begin
                                Serializer_Enable = 1'b0;
                                Mux_Selection = 2'b11;
                                Busy = 1'b1;
                            end
            END:            begin
                                Serializer_Enable = 1'b0;
                                Mux_Selection = 2'b00;
                                Busy = 1'b1;
                            end
            default:        begin   
                                Serializer_Enable = 1'b0;
                                Mux_Selection = 2'b00;
                                Busy = 1'b0;
                            end
        endcase
    end
endmodule 
module MUX (
input wire Stop,
input wire Start,
input wire Data,
input wire Parity,
input wire [1:0] Sel,
output reg OUT_M
);
always @ (*)
    begin
        case (Sel)
            2'b00:   OUT_M = Stop;
            2'b01:   OUT_M = Start;
            2'b10:   OUT_M = Data;
            2'b11:   OUT_M = Parity;
            default: OUT_M = Stop;
        endcase
    end 
endmodule
module Parity (
input wire [7:0] A,
input wire Parity_Enable_P,
input wire Parity_Type_P,
output reg OUT_P
);
always @ (*)
    begin
        if ((Parity_Enable_P ==1) && (Parity_Type_P==0))
            OUT_P = (^A);
        else 
            OUT_P = ~(^A);
    end
endmodule
module Serializer (
input  wire CLK,
input  wire RST,
input  wire [7:0] A,
input  wire Serializer_Enable_S,
output reg  FSM_Sequencer,
output reg  OUT_S
);
reg [7:0] Serializer_S;
reg [2:0] Counter_reg;
always @ (posedge CLK or negedge RST)
    begin
        Serializer_S <= 8'b0;
        OUT_S <= 1'b0;
        Counter_reg <= 3'b0;
        FSM_Sequencer <=1'b0;
        if (!RST)
            begin
                Serializer_S <= 8'b0;
                OUT_S <= 1'b0;
                Counter_reg <= 3'b0;
                FSM_Sequencer <=1'b0;
            end
        else if (Serializer_Enable_S)
            Serializer_S <= A;
        else if ( !Serializer_Enable_S && Counter_reg < 3'd7 )
            begin
                OUT_S <= Serializer_S[0];
                Serializer_S <=  Serializer_S >>1;
                FSM_Sequencer <=1'b1;
                Counter_reg <= Counter_reg + 1'b1;
            end
        else if ( !Serializer_Enable_S && Counter_reg == 3'd7 )
            begin
                OUT_S <= Serializer_S[0];
                Serializer_S <=  Serializer_S >>1;
                FSM_Sequencer <=1'b0;
                Counter_reg <= 3'b0;
            end
    end
endmodule
module UART (
input  wire CLK,
input  wire RST,
input  wire [7:0] A,
input  wire Data_Valid,
input  wire Parity_Type,
input  wire Parity_Enable,
output wire Busy,
output wire S_Data
);
wire Serializer_Enable_U;
wire [1:0] Mux_Selection_U;
wire FSM_Sequencer_U;
wire Data_U;
wire Parity_U;
Serializer U1 (
.CLK(CLK),
.RST(RST),
.A(A),
.Serializer_Enable_S(Serializer_Enable_U),
.FSM_Sequencer(FSM_Sequencer_U),
.OUT_S(Data_U)
);
FSM U2 (
.Parity_Enable(Parity_Enable),
.Parity_Type(Parity_Type),
.Data_Valid(Data_Valid),
.Sequencer(FSM_Sequencer_U),
.CLK(CLK),
.RST(RST),
.Serializer_Enable(Serializer_Enable_U),
.Mux_Selection(Mux_Selection_U),
.Busy(Busy)
);
MUX U3 (
.Stop(1'b1),
.Start(1'b0),
.Data(Data_U),
.Parity(Parity_U),
.Sel(Mux_Selection_U),
.OUT_M(S_Data)
);
Parity U4(
.A(A),
.Parity_Enable_P(Parity_Enable),
.Parity_Type_P(Parity_Type),
.OUT_P(Parity_U)
);
endmodule

===== run.sh =====
#!/bin/bash
# OpenROAD 26Q1-2900-gdf79404cd8, Yosys 0.63+post, stock flow scripts
make -C /OpenROAD-flow-scripts/flow DESIGN_CONFIG=/design/flow/config.mk WORK_HOME=/design/flow/orfs finish

==> flow_summary_export.csv <==
group,metric,value,unit
run_status,violations,"setup timing",
job,warning_count,27,
run_status,status,"finished with violations",
placement,post-dp-hpwl,1250,um
worst_setup_path,worst_setup_path_start_kind,"input port",
power,switching_share,0.202,
cts,htreeDepth,1,
layout,combGateArea,335,sq um
final_timing,period_needed,1.66,ns
final_timing,hold_viol,0,
routing,ant_nets,0,
floorplanning,num_rows,27,
cts,cts-root-buf,"clkbuf_8",
placement,placed_cell_area,1070,sq um
power,clkPwrFrac,0.348,
synthesis,syn_area,779,sq um
synthesis,yosys_cells,57,
routing,dr.pass1.iters,2,
cts,path_clk_slew,0.06,ns
placement,portBuffers,14,
synthesis,ys.flops,19,
final_timing,tightest_slew,0.332,ns
floorplanning,fp.dieW,96,um
final_timing,finalSetupViolations,2,
power,combPwrFrac,0.120,
power,power.density,818,nW/um^2
layout,area_growth,51.0,%
final_timing,slew_viol_final,0,
routing,via_count,522,
final_timing,period_used_share,1.10,
routing,drt-vias-per-instance,3.28,
final_timing,fmax,603,MHz
final_timing,fin_ws,-0.157,ns
power,seqPwrFrac,0.532,
layout,final_cells,159,
synthesis,synth-seq-area-share,0.612,
hold_path,hold_path.class,"input port to register",
routing,n_antenna_cell,0,
worst_setup_path,cp_max_fo,2,
power,ir_worst_vdd,0.277,mV
layout,fin_area,1180,sq um
routing,drc,0,
placement,gp_congestion,0.730,
routing,drt_first_iter_violations,11,
power,p_int,0.769,mW
global_route,antenna_found_initial,0,
synthesis,synth.avg_cell_area,13.7,sq um
global_route,grt_overflow,0,
layout,fillerInstances,597,
cts,cts_tree,"built",
placement,dp.cells,151,
global_route,grt_max_degree,20,
synthesis,synthCells,57,
floorplanning,core-area,5540,sq um
cts,hold_buffers,0,
cts,clk_path_buf_depth,2,
synthesis,yosys_area,779,sq um
final_timing,rsz0062_at_grt,"true",
worst_setup_path,cp_data_arrival_time,1.36,ns
layout,utilization,0.213,
global_route,grt_usage,0.0381,
floorplanning,chipArea,9220,sq um
power,switchingPower,0.194,mW
layout,drive_gt1_frac,0.402,
cts,cts-buffers-inserted,3,
global_route,grt_pass1_vias,593,
layout,ff_latch_area,477,sq um
synthesis,yosys_warnings,4,
global_route,grt_pass1_wl,2770,um
worst_setup_path,critical_path_class,"input port to primary output",
cts,clock-sinks,19,
placement,place_ws,-0.994,ns
job,maxCapViolations,0,
layout,largest_reg_flops,8,
worst_setup_path,required,1.20,ns
routing,wl_per_cell,9.86,um
cts,clock_latency,0.25,ns
synthesis,yosysUniqueCellTypes,23,
final_timing,slew_headroom,0.778,
power,p_leak,0.619,nW
floorplanning,io_pins,15,
worst_setup_path,endpoint_kind,"primary output",
floorplanning,fp_util,0.141,
final_timing,finClkSkew,0.00375,ns
floorplanning,dieHeight,96,um
routing,routed_wl,1570,um
[Yosys cell counts (all sizes together)]
cell,n,area (sq um)
a21oi,1,5.00
nor2b,2,12.5
xnor2,5,51.3
a21o,2,15.0
xnor3,1,22.5
o32ai,1,8.76
and2,5,31.3
xor2,1,8.76
or2,1,6.26
a31oi,1,6.26
or4,1,7.51
and3b,1,8.76
clkbuf,1,3.75
inv,1,3.75
a22o,7,62.6
ha,2,25.0
nand3,1,5.00
dfrtp,18,450
dfstp,1,26.3
nor3b,1,7.51
nor2,3,11.3
[routing by layer]
metal  vias up  share of wire  track usage
met5         -              0            0
met4         0              0      0.00491
met3         0          0.063       0.0165
met2         5           0.54       0.0661
met1       256           0.40       0.0436
li1        261              -            -
[power groups by stage]
stage / combinational (mW) / sequential, mW / clock (mW)
after global routing: 0.125 / 0.512 / 0.367
final: 0.116 / 0.512 / 0.335
after CTS: 0.115 / 0.512 / 0.345
[cells by family after synthesis]
logic type,synth area share
xor gates and xnor gates,0.106
buffers and inverters,0.00962
and+or+nand+nor,0.116
AOI/OAI and AO/OA,0.125
adders and majority gates,0.0321
DFF,0.612
[final cells by class]
type,count,area share
Tap cell,72,0.0765
Inverter,1,0.00319
Timing Repair Buffer,27,0.191
Clock inverter,1,0.00425
Clock buffer,3,0.0351
Sequential cell,19,0.405
Multi-Input combinational cell,36,0.285
[per-stage QoR]
step	total power, mW	setup TNS [ns]	hold WS [ns]
floorplan	0.566	0	0.00441
global placement	0.628	-1.11	0.449
detailed placement	0.630	-1.12	0.453
CTS	0.972	-0.305	0.287
global route	1.00	-0.379	0.292
finish	0.963	-0.221	0.291
[repair_timing]
action / 4_1_cts / 5_1_grt
pin swaps: 9 / 5
endpoints found under the setup margin: 2 / 10
setup buffers: 4 / 0
gates cloned: 0 / 0
gates resized: 37 / 12
[worst paths after layout]
path,startpoint,endpoint,slack (ns),cells past startpoint
setup / recovery,A[0],S_Data,-0.16,6
setup reg to reg,U1.Counter_reg[0],U1.Serializer_S[0],0.14,5
max in group asynchronous,RST,U2.State[0],0.87,2
hold reg to reg,U1.Serializer_S[0],U1.OUT_S,0.46,1
min in group asynchronous,RST,U1.Counter_reg[1],0.38,2
hold / removal,A[6],U1.Serializer_S[6],0.29,2
[worst max-delay path, cell delays in order]
cell,delay (ns)
buf_6,0.10
xnor2_2,0.13
xnor3_1,0.43
xnor2_1,0.15
o32ai_1,0.11
buf_2,0.14
[placed cells by master (no fill, tap or decap), drive strengths merged, types with 3 or more instances in the layout]
master       Yosys  routed
buf              0      21
xnor2            5       5
a22o             7       7
dfrtp           18      18
and2             5       5
clkbuf           1       3
dlygate4sd2      0       3
nor2             3       3
Power and IR drop assume default switching activity.
